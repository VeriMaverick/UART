==> /design/flow/design.v <==
module UART_RX #(
    parameter  CLK_FREQ     = 50000000,  
    parameter  BAUD_RATE    = 115200     
)
(
    input               clk,                 
    input               rst_n,               
    input               rxd,                 
    output  reg         rx_data_valid,       
    output  reg [7:0]   rx_data              
);
localparam BPS_CNT = CLK_FREQ / BAUD_RATE;   
wire start_flag;         
reg [15:0] clk_cnt;      
reg [7:0] data_reg;      
reg [3:0] bit_cnt;       
reg rxd_d0;              
reg rxd_d1;              
reg rx_flag;             
reg rxd_reg;             
always @(posedge clk or negedge rst_n) begin
    if (~rst_n) begin
        rxd_d0 <= 1'b0;
        rxd_d1 <= 1'b0;
    end else begin
        rxd_d0 <= rxd;
        rxd_d1 <= rxd_d0;
    end
end
assign start_flag = (~rxd_d0) & rxd_d1;
always @(posedge clk or negedge rst_n) begin
    if (~rst_n) begin
        rx_flag <= 1'b0;
    end else begin
        if (start_flag) begin
            rx_flag <= 1'b1;
        end else if ((bit_cnt == 4'd9) && (clk_cnt == BPS_CNT - (BPS_CNT/2))) begin
            rx_flag <= 1'b0;
        end else begin
            rx_flag <= rx_flag;
        end
    end
end
always @(posedge clk or negedge rst_n) begin
    if (~rst_n) begin
        clk_cnt <= 16'd0;
        bit_cnt <= 4'd0;
    end else begin
        if (rx_flag) begin
            if (clk_cnt == BPS_CNT - 1'b1) begin
                clk_cnt <= 16'd0;
                bit_cnt <= bit_cnt + 1'b1;
            end else begin
                clk_cnt <= clk_cnt + 1'b1;
                bit_cnt <= bit_cnt;
            end
        end else begin
            clk_cnt <= 16'd0;
            bit_cnt <= 4'd0;
        end
    end
end
always @(posedge clk or negedge rst_n) begin 
    if(~rst_n) begin
        rxd_reg <= 1'b0;
    end else begin
        rxd_reg <= rxd;
    end
end
always @(posedge clk or negedge rst_n) begin 
    if (~rst_n) begin
        data_reg <= 8'd0;                                     
    end else if(rx_flag) begin                       
        if (clk_cnt == BPS_CNT/2) begin              
            case ( bit_cnt )
                4'd1 :  data_reg[0] <= rxd_reg;      
                4'd2 :  data_reg[1] <= rxd_reg;
                4'd3 :  data_reg[2] <= rxd_reg;
                4'd4 :  data_reg[3] <= rxd_reg;
                4'd5 :  data_reg[4] <= rxd_reg;
                4'd6 :  data_reg[5] <= rxd_reg;
                4'd7 :  data_reg[6] <= rxd_reg;
                4'd8 :  data_reg[7] <= rxd_reg;      
                default:data_reg <= data_reg;                                 
            endcase
        end else begin
            data_reg <= data_reg;
        end
    end else begin
        data_reg <= 8'd0;
    end
end
always @(posedge clk or negedge rst_n) begin        
    if (~rst_n) begin
        rx_data <= 8'd0;                               
        rx_data_valid <= 1'b0;
    end else if(bit_cnt == 4'd9) begin       
        rx_data <= data_reg;                 
        rx_data_valid <= 1'b1;               
    end else begin
        rx_data <= 8'd0;                                   
        rx_data_valid <= 1'b0; 
    end    
end
endmodule 
==> /design/flow/run.sh <==
#!/bin/bash
# OpenROAD 26Q1-2900-gdf79404cd8, Yosys 0.63+post, stock flow scripts
make -C /OpenROAD-flow-scripts/flow DESIGN_CONFIG=/design/flow/config.mk WORK_HOME=/design/flow/orfs finish
==> /design/flow/config.mk <==
export PLATFORM = sky130hd
export DESIGN_NAME = UART_RX
export DESIGN_NICKNAME = UART_RX
export VERILOG_FILES = /design/flow/design.v
export SDC_FILE = /design/flow/constraint.sdc
export NUM_CORES = 4
export LEC_CHECK = 1
export CORE_UTILIZATION = 40
==> /design/flow/constraint.sdc <==
current_design UART_RX

set clk_period 4.2
set clk_io_pct 0.2

create_clock -name clk0 -period $clk_period [get_ports {clk}]

set non_clock_inputs [all_inputs -no_clocks]
set_input_delay [expr $clk_period * $clk_io_pct] -clock clk0 $non_clock_inputs
set_output_delay [expr $clk_period * $clk_io_pct] -clock clk0 [all_outputs]
==> results.yml <==
# physical design summary
clock_tree:
  cts_root_buf: "clkbuf_8"
  cts-resized-gates: 0
  clk_latency_ns: 0.29
  path_clk_slew_ns: 0.07
  cts_max_level: 2
  cts_setup_buffers: 0
  tritoncts.num_buffers: 5
  cts_tree: "yes"
  clock-sinks: 40
  cts_buffer_depth: 2
  hold_buffers: 0
sta:
  final-setup-viol-count: 0
  slew_viol_final: 0
  timing.slew.headroom: 0.489
  worst_pin_slew_ns: 0.760
  finClkSkew_ns: 0.00603
  rsz0062_at_grt: "false"
  final-hold-violation-count: 0
  post-route-min-period_ns: 2.41
  finalCritPeriodShare: 0.574
  fin_tns_setup_ns: 0
  timing.fmax_mhz: 414
synth:
  top_cell: "dfrtp_1"
  synth_seq_share: 0.541
  ys_warn_count: 1
  ys_types: 33
  yosysChipArea_mm2: 0.00185
  asyncSetResetFlopFracSynth: 1.00
  netlist_instances: 172
  edf_count: 0
  yosysCellCount: 172
  synth_top_flop_cell: "dfrtp_1"
  netlist_area_mm2: 0.00185
  top_cell_area_share: 0.541
  yosys.area.top_type: "dfrtp_1"
  avgSynthCellArea_um2: 10.8
  common_cells: "40 x dfrtp_1, 17 x nand2_1, 15 x nor2_1"
  synthTopCellsByArea: "dfrtp_1 54%, mux2i_1 4.9%, ha_1 4.1%, nand3_1 3.5%, nand2_1 3.5%"
  synth_flops: 40
route:
  drt-vias-per-instance: 5.20
  drt_pass1_iterations: 4
  drc: 0
  drt_iter0_drc: 67
  post_drt_wl_per_cell_um: 12.7
  num_vias: 1233
  antenna_cells: 0
  ant_nets: 0
  drt-total-wl_mm: 3.00
worst_hold_path:
  hold_depth: 0
  hold_path_class: "reg -> reg"
  worst_hold_path.endpoint: "rxd_d1$_DFF_PN0_"
  hold_path_startpoint: "rxd_d0$_DFF_PN0_"
worst_setup_path:
  path_max_fanout: 16
  worstRegToRegCells: 6
  crit_required_ns: 4.36
  crit_arrival_ns: 2.57
  crit_type: "reg -> reg"
  slowest_delay_ns: 0.62
  startpoint_type: "flop"
  r2r-end: "clk_cnt[4]$_DFF_PN0_"
  r2r_start: "clk_cnt[1]$_DFF_PN0_"
  critical_path.cell_chain: "inv_1 > ha_1 > or3b_2 > or4_1 > nand2_1 > nor2_1"
  r2r_setup_slack_ns: 1.79
  cpMaxStageDelayCell: "or4_1"
  crit_path_end_kind: "flop"
job:
  tool_warnings: 29
  max_cap_viol_count: 0
global_routing:
  grt_pass1_vias: 1152
  grt_overflow: 0
  met1_usage: 0.223
  track_usage: 0.140
  grt_pass1_wl_mm: 5.39
  grt_start_max_net_pins: 41
  grtUsageMet2: 0.213
  gr-usage-met3: 0.0292
  top_usage_layer: "met1"
  antenna_found_initial: 0
power_and_ir_drop:
  ir_drop_v: 0.000217
  power_density_mw_per_mm2: 399
  power.leakage_nw: 0.989
placed_design:
  dp_hpwl_mm: 2.04
  port_buffers: 11
  place_congestion: 0.899
  dpl-instance-area_mm2: 0.00200
die:
  ios: 12
  fp-utilization: 0.422
  die_height_um: 70.0
  dieArea_mm2: 0.00490
  die_x_um: 70.0
  core-area_mm2: 0.00438
  core.rowCount: 24
finish:
  final_area_mm2: 0.00209
  syn_to_final_growth_pct: 13.1
  largest_reg_flops: 16
  drive_gt1_frac: 0.0703
run_status:
  outcome: "finished, final reports clean"
==> worst max path at each step <==
stage                              endpoint  slack (ns)                 start
after CTS             clk_cnt[10]$_DFF_PN0_        1.79  clk_cnt[1]$_DFF_PN0_
after global routing  clk_cnt[10]$_DFF_PN0_        1.65  clk_cnt[1]$_DFF_PN0_
final                  clk_cnt[4]$_DFF_PN0_        1.79  clk_cnt[1]$_DFF_PN0_
==> cell usage in the layout (no fill, tap or decap), drive strengths merged, types with 3 or more instances in the layout <==
| master | netlist | final |
|---|---|---|
| a21oi | 3 | 3 |
| and2 | 9 | 9 |
| and3 | 3 | 3 |
| clkbuf | 5 | 6 |
| clkdlybuf4s50 | 0 | 10 |
| dfrtp | 40 | 40 |
| ha | 6 | 6 |
| inv | 6 | 6 |
| mux2i | 9 | 9 |
| nand2 | 17 | 17 |
| nand3 | 13 | 13 |
| nand4 | 5 | 5 |
| nor2 | 15 | 15 |
| or4 | 3 | 3 |
| xnor2 | 7 | 7 |
| xor2 | 5 | 5 |
==> layout make-up <==
cell class	instances	area, µm²
well taps	52	65.1
clock buffers	6	82.6
flip-flops and latches	40	1000
fillers	386	2290
clock inverters	2	10.0
repair buffers	12	113
multi-input cells	119	797
inverters	6	22.5
==> worst max-delay path: cells and delay by family (launching register included) <==
family,cells,cell delay (ns)
adders and majority gates,1,0.12
buffers and inverters,1,0.07
DFF,1,0.42
and+or+nand+nor,4,1.66
==> stage by stage <==
step | cells | worst slack, ns | hold WS, ns | power (mW) | util
after global placement | 229 | 1.87 | 0.383 | 0.577 | 0.456
after floorplan | 172 | 1.95 | 0.374 | 0.550 | -
after CTS | 237 | 1.79 | 0.418 | 0.841 | 0.477
after detailed placement | 229 | 1.79 | 0.392 | 0.581 | 0.456
final | 237 | 1.79 | 0.418 | 0.834 | 0.477
after global routing | 237 | 1.65 | 0.443 | 0.885 | 0.477
==> power by group <==
group          leakage (nW)  switching, mW  total [mW]  internal, mW
Combinational         0.402         0.0491      0.0980        0.0489
Clock                0.0510          0.126       0.257         0.131
Sequential            0.536         0.0597       0.479         0.419
==> metal layers <==
metal,vias to the layer above,share of wire
met1,581,0.49
met5,-,0
met4,0,0.016
met2,29,0.46
met3,5,0.043
li1,618,-
==> logic make-up (layout without fill, tap and decap cells) <==
group | Yosys count | after routing | synth area share
flip-flops | 40 | 40 | 0.541
XOR/XNOR | 12 | 12 | 0.0568
adder cells (fa/ha/maj) | 6 | 6 | 0.0406
AND/OR/NAND/NOR | 83 | 83 | 0.254
buffers and inverters | 13 | 26 | 0.0277
multiplexers | 9 | 9 | 0.0487
AND-OR/OR-AND | 9 | 9 | 0.0304
No activity file was given, so power comes from the tool's default toggle rates.
